==> design/flow/design.v <==
module mux2 #(parameter WIDTH = 8)
             (d0, d1,
              s, y);
    input  [WIDTH-1:0] d0, d1;
    input              s;
    output [WIDTH-1:0] y;
    assign y = ( s == 1'b1 ) ? d1:d0;
endmodule
module mux4 #(parameter WIDTH = 8)
             (d0, d1, d2, d3,
              s, y);
    input  [WIDTH-1:0] d0, d1, d2, d3;
    input  [1:0] s;
    output [WIDTH-1:0] y;
    reg [WIDTH-1:0] y_r;
    always @( * ) begin
        case ( s )
            2'b00: y_r = d0;
            2'b01: y_r = d1;
            2'b10: y_r = d2;
            2'b11: y_r = d3;
            default: ;
        endcase
    end  
    assign y = y_r;
endmodule
module mux8 #(parameter WIDTH = 8)
             (d0, d1, d2, d3,
              d4, d5, d6, d7,
              s, y);
    input  [WIDTH-1:0] d0, d1, d2, d3;
    input  [WIDTH-1:0] d4, d5, d6, d7;
    input  [2:0]       s;
    output [WIDTH-1:0] y;
    reg [WIDTH-1:0] y_r;
    always @( * ) begin
        case ( s )
            3'd0: y_r = d0;
            3'd1: y_r = d1;
            3'd2: y_r = d2;
            3'd3: y_r = d3;
            3'd4: y_r = d4;
            3'd5: y_r = d5;
            3'd6: y_r = d6;
            3'd7: y_r = d7;
            default: ;
        endcase
    end  
    assign y = y_r;
endmodule
module mux16 #(parameter WIDTH = 8)
             (d0, d1, d2, d3,
              d4, d5, d6, d7,
              d8, d9, d10, d11,
              d12, d13, d14, d15,
              s, y);
    input [WIDTH-1:0] d0, d1, d2, d3;
    input [WIDTH-1:0] d4, d5, d6, d7;
    input [WIDTH-1:0] d8, d9, d10, d11;
    input [WIDTH-1:0] d12, d13, d14, d15;
    input [3:0] s;
    output [WIDTH-1:0] y;
    reg [WIDTH-1:0] y_r;
    always @( * ) begin
        case ( s )
            4'd0:  y_r = d0;
            4'd1:  y_r = d1;
            4'd2:  y_r = d2;
            4'd3:  y_r = d3;
            4'd4:  y_r = d4;
            4'd5:  y_r = d5;
            4'd6:  y_r = d6;
            4'd7:  y_r = d7;
            4'd8:  y_r = d8;
            4'd9:  y_r = d9;
            4'd10: y_r = d10;
            4'd11: y_r = d11;
            4'd12: y_r = d12;
            4'd13: y_r = d13;
            4'd14: y_r = d14;
            4'd15: y_r = d15;
            default: ;
        endcase
    end  
    assign y = y_r;
endmodule
module sccpu( clk, rst, instr, readdata, PC, MemWrite, aluout, writedata, reg_sel, reg_data);
   input      clk;           
   input      rst;           
   input [31:0]  instr;      
   input [31:0]  readdata;   
   output [31:0] PC;         
   output        MemWrite;   
   output [31:0] aluout;     
   output [31:0] writedata;  
   input  [4:0]  reg_sel;     
   output [31:0] reg_data;    
   wire        RegWrite;     
   wire        EXTOp;        
   wire [3:0]  ALUOp;        
   wire [1:0]  NPCOp;        
   wire [1:0]  WDSel;              
   wire [1:0]  GPRSel;             
   wire        ALU_A;        
   wire        ALUSrc;       
   wire        Zero;         
   wire [31:0] NPC;          
   wire [4:0]  rs;           
   wire [4:0]  rt;           
   wire [4:0]  rd;           
   wire [5:0]  Op;           
   wire [5:0]  Funct;        
   wire [31:0]  Shamt;        
   wire [15:0] Imm16;        
   wire [31:0] Imm32;        
   wire [25:0] IMM;          
   wire [4:0]  A3;           
   wire [31:0] WD;           
   wire [31:0] RD1;          
   wire [31:0] A;            
   wire [31:0] B;            
   assign Op = instr[31:26];   
   assign Funct = instr[5:0];  
   assign rs = instr[25:21];   
   assign rt = instr[20:16];   
   assign rd = instr[15:11];   
   assign Imm16 = instr[15:0]; 
   assign IMM = instr[25:0];   
   assign Shamt = {27'b0, instr[10:6]};  
   ctrl U_CTRL ( 
      .Op(Op), .Funct(Funct), .Zero(Zero),
      .RegWrite(RegWrite), .MemWrite(MemWrite),
      .EXTOp(EXTOp), .ALUOp(ALUOp), .NPCOp(NPCOp), 
      .ALUSrc(ALUSrc), .GPRSel(GPRSel), .WDSel(WDSel), .ALU_A(ALU_A)
   );
   PC U_PC (
      .clk(clk), .rst(rst), .NPC(NPC), .PC(PC)
   ); 
   NPC U_NPC ( 
      .PC(PC), .NPCOp(NPCOp), .IMM(IMM), .NPC(NPC), .PCJR(RD1)
   );
   RF U_RF (
      .clk(clk), .rst(rst), .RFWr(RegWrite), 
      .A1(rs), .A2(rt), .A3(A3), 
      .WD(WD), 
      .RD1(RD1), .RD2(writedata),
      .reg_sel(reg_sel),
      .reg_data(reg_data) 
   );
   mux4 #(5) U_MUX2_GPR_A3 (
      .d0(rd), .d1(rt), .d2(5'b11111), .d3(5'b0), .s(GPRSel), .y(A3)
   );
   mux4 #(32) U_MUX2_GPR_WD (
      .d0(aluout), .d1(readdata), .d2(PC + 4), .d3(32'b0), .s(WDSel), .y(WD)
   );
   EXT  U_EXT ( 
      .Imm16(Imm16), .EXTOp(EXTOp), .Imm32(Imm32) 
   );
   mux2 #(32) U_MUX_ALU_A (
      .d0(RD1), .d1(Shamt), .s(ALU_A), .y(A)
   );
   mux2 #(32) U_MUX_ALU_B (
      .d0(writedata), .d1(Imm32), .s(ALUSrc), .y(B)
   );   
   alu U_ALU ( 
      .A(A), .B(B), .ALUOp(ALUOp), .C(aluout), .Zero(Zero)
   );
endmodule
==> design/flow/run.sh <==
#!/bin/bash
# OpenROAD 26Q1-2900-gdf79404cd8, Yosys 0.63+post, stock flow scripts
make -C /OpenROAD-flow-scripts/flow DESIGN_CONFIG=/design/flow/config.mk WORK_HOME=/design/flow/orfs finish
==> design/flow/config.mk <==
export PLATFORM = sky130hd
export DESIGN_NAME = mux16
export DESIGN_NICKNAME = mux16
export VERILOG_FILES = /design/flow/design.v
export SDC_FILE = /design/flow/constraint.sdc
export NUM_CORES = 4
export LEC_CHECK = 1
export CORE_AREA = 10 10 86 86
export DIE_AREA = 0 0 96 96
==> design/flow/constraint.sdc <==
current_design mux16

set clk_period 3.1
set clk_io_pct 0.2

create_clock -name clk0 -period $clk_period

set non_clock_inputs [all_inputs -no_clocks]
set_input_delay [expr $clk_period * $clk_io_pct] -clock clk0 $non_clock_inputs
set_output_delay [expr $clk_period * $clk_io_pct] -clock clk0 [all_outputs]
==> ci_impl_report.md <==
### Yosys + OpenROAD results

| Metric | Value |
|---|---|
| Largest net degree at the start of global routing | 20 |
| Top cells excl fill/tap | clkdlybuf4s50_1 (130), buf_4 (35), nand3b_1 (19) |
| Buffers & Inverters on Critical Path | 2 |
| Crit path depth | 6 |
| Finished Cell Area | 3140 um2 |
| Cell Type Count | 50 |
| Initial antenna violation count | 0 |
| GR Util All Layers | 16.2% |
| Tmin final | 3.01 ns |
| IO buf count | 140 |
| Hold crit path type | input pin to primary output |
| VDD IR max | 69.9 uV |
| DP HPWL | 6730 um |
| Drt pass-1 iters | 4 |
| Synth Warn # | 1 |
| Utilization after layout | 56.7% |
| Worst-Margin Slew | 0.433 ns |
| Max stage delay on crit path | 0.53 ns |
| Pwr Density | 128 nW/um2 |
| FP Rows | 27 |
| Slew Viols, Final | 0 |
| CP startpoint kind | input pin |
| Tool warnings | 33 |
| RSZ-0062 raised after global routing | false |
| Worst slew margin | 70.7% |
| Num sequential | 0 |
| Crit path kind | input pin to primary output |
| GR Overflow Total | 0 |
| Max Cap Viol | 0 |
| Fmax | 332 MHz |
| DP Area | 2980 um2 |
| Antenna viol nets, final | 0 |
| Die W | 96 um |
| Status | finished, final reports clean |
| Core ar. | 5540 um2 |
| Post-synth seq share | 0% |
| CP max stage cell | or4_4 |
| N_diodes | 0 |
| Drt wl/cell | 18.5 um |
| Chip Area, Yosys | 1330 um2 |
| Total wire length | 7950 um |
| Final Non-Filler Cells | 429 |
| Vias/cell | 5.09 |
| First-pass GRT wire length | 12000 um |
| DR vias | 2183 |
| Setup-failing EPs final | 0 |
| Inst Count DP | 423 |
| Register area | 0 um2 |
| P&R area growth vs syn | 137% |
| Post-synthesis area per instance | 6.77 um2 |
| Most numerous logic cell after layout | clkdlybuf4s50_1 |
| Num ports | 140 |
| Setup TNS | 0 ns |
| Gate Count Post-Synth | 196 |
| CP endpoint kind | primary output |
| Post-synthesis cell area | 1330 um2 |
| Starting density of the core | 24.0% |
| Worst path cell trace | clkdlybuf4s50_1 > mux2i_1 > o22ai_1 > or4_4 > o32a_1 > dlygate4sd2_1 |
| Static leakage | 0.00125 uW |
| Arr. time, crit path | 2.39 ns |
| Gpl congestion | 0.895 |
| Final Hold Fails | 0 |
| Total Die Area | 9220 um2 |
| Layout cells sized above 1 | 19.3% |
| Die height | 96 um |
| Critical path's top delay family | buffers and inverters |
| Vias in the first global route | 2171 |
| Remaining routing DRC violations | 0 |
| Cell depth of the worst hold path | 3 |
| Clock buffer count | 0 |
| Starting DRT DRC Count | 110 |
| Final period util | 97.1% |
| Worst Path Max Fanout | 1 |
| Cells in synth_stat.txt | 196 |
| Required @ worst endpoint | 2.48 ns |
| Hold_buf cts | 0 |
## what timing repair did
| item | CTS | global route |
|---|---|---|
| cloned | 2 | 0 |
| setup buffers | 2 | 2 |
| gates resized | 21 | 26 |
| pin swaps | 8 | 9 |
| endpoints found under the setup margin | 8 | 8 |
## metal layers
layer  track usage, %  wire [um]  up-vias
met5                0          0        -
met4            0.491         27        0
met3             3.14        695        2
met2             25.7       3610       88
met1             23.2       3620      988
li1                 -          -     1105
## through the flow
stage	setup slack (ns)	hold WS (ns)	total power [uW]
floorplan	0.715	1.32	129
global placement	-0.376	2.20	384
detailed placement	-0.385	2.20	384
CTS	-0.0462	2.03	395
global route	0.00379	1.93	435
finish	0.0898	1.90	402
## logic make-up after synthesis
| group | Yosys count | synth area share (%) |
|---|---|---|
| AND-OR/OR-AND | 70 | 38.5 |
| buffers and inverters | 31 | 11.4 |
| multiplexers | 17 | 13.1 |
| AND/OR/NAND/NOR | 78 | 37.0 |
## worst paths after layout
path   end  startpoint  slack, ns
max   y[3]      d15[3]       0.09
min   y[7]       d0[7]       1.90
## cells in the mapped netlist, types with 2 or more instances
master | number | area [um2]
a21oi_1 | 17 | 85.1
a221oi_1 | 10 | 87.6
a22o_1 | 2 | 17.5
a22oi_1 | 3 | 22.5
a31o_2 | 2 | 17.5
a31oi_1 | 7 | 43.8
a32o_1 | 2 | 20.0
and3_1 | 3 | 18.8
buf_2 | 10 | 50.1
buf_4 | 2 | 15.0
buf_6 | 2 | 22.5
clkbuf_1 | 6 | 22.5
inv_1 | 9 | 33.8
inv_2 | 2 | 7.51
mux2_2 | 2 | 22.5
mux2i_1 | 14 | 140
nand2_1 | 9 | 33.8
nand2b_1 | 4 | 25.0
nand3_1 | 5 | 25.0
nand3b_1 | 19 | 143
nand4b_1 | 2 | 17.5
nor2_1 | 5 | 18.8
nor2b_1 | 6 | 37.5
nor3_1 | 6 | 30.0
nor3b_1 | 4 | 30.0
o21ai_0 | 3 | 15.0
o22ai_1 | 5 | 31.3
o2bb2ai_1 | 5 | 43.8
o32a_1 | 5 | 50.1
or3_1 | 2 | 12.5
or4_1 | 4 | 30.0
## area by class of cell
| class | count | area, um2 |
|---|---|---|
| fillers | 530 | 2400 |
| repair buffers | 181 | 1740 |
| multi-input cells | 165 | 1260 |
| well taps | 72 | 90.1 |
| inverters | 11 | 43.8 |
## where the power goes
| part | internal (uW) | leakage [uW] | total, uW | switching, uW |
|---|---|---|---|---|
| Sequential | 0 | 0 | 0 | 0 |
| Combinational | 272 | 0.00125 | 402 | 130 |
| Clock | 0 | 0 | 0 | 0 |
| Total | 272 | 0.00125 | 402 | 130 |
Power figures rest on the tool's default switching activity, not on a simulated workload.
